### run.sh
#!/bin/bash
# OpenROAD 26Q1-2900-gdf79404cd8, Yosys 0.63+post, stock flow scripts
make -C /OpenROAD-flow-scripts/flow DESIGN_CONFIG=/design/flow/config.mk WORK_HOME=/design/flow/orfs finish
### config.mk
export PLATFORM = sky130hd
export DESIGN_NAME = CU
export DESIGN_NICKNAME = CU
export VERILOG_FILES = /design/flow/design.v
export SDC_FILE = /design/flow/constraint.sdc
export NUM_CORES = 4
export LEC_CHECK = 1
export CORE_AREA = 10 10 74 74
export DIE_AREA = 0 0 84 84
### constraint.sdc
current_design CU

set clk_period 3.4
set clk_io_pct 0.2

create_clock -name clk0 -period $clk_period

set non_clock_inputs [all_inputs -no_clocks]
set_input_delay [expr $clk_period * $clk_io_pct] -clock clk0 $non_clock_inputs
set_output_delay [expr $clk_period * $clk_io_pct] -clock clk0 [all_outputs]
### design.v
`timescale 1ns/1ns
module CU(input clk, rst, output reg pcSrc, pcWrite, memRead, memWrite, ifidWrite, regDst,
          output reg [2:0] ALUop, output reg ALUsrc, output reg [1:0]forwardA, forwardB,
          output reg regWrite, stall_needed, ifidFlush, memToReg, jORb,
          input regs_equal, input [31:0] INS,input [4:0] EX_rs, EX_rt, MEM_writeReg, WB_writeReg,
          input [1:0] MEM_W, WB_W, EX_M);
parameter R_TYPE = 6'b0, LW = 6'b100011, SW = 6'b101011, J = 6'b000010, BEQ = 6'b000100, BNE = 6'b000101;
parameter ADD = 6'b1000000, SUB = 6'b100010, AND = 6'b100100, OR = 6'b100101, SLT = 6'b101010;
always @ (INS) begin
  {pcSrc, memRead, memWrite, regDst, ALUop, ALUsrc, regWrite, memToReg, jORb} <= 0;
  case(INS[31:26])
    R_TYPE: begin
      pcSrc <= 0;
      ALUsrc <= 0;
      regDst <= 1;
      memToReg <= 1;
      regWrite <= 1;
      case(INS[5:0])
        ADD: ALUop <= 0;
        SUB: ALUop <= 1;
        AND: ALUop <= 2;
        OR:  ALUop <= 3;
        SLT: ALUop <= 4;
      endcase
    end
    LW: begin
      pcSrc <= 0;
      ALUsrc <= 1;
      ALUop <= 0;
      regDst <= 0;
      memRead <= 1;
      memToReg <= 0;
      regWrite <= 1;
    end
    SW: begin
      pcSrc <= 0;
      ALUsrc <= 1;
      ALUop <= 0;
      memWrite <= 1;
    end
    J: begin
    pcSrc <= 1;
    jORb <= 0;
    end
    BEQ: begin
    pcSrc <= regs_equal;
    jORb <= 1;
    end
    BNE: begin
    pcSrc <= ~regs_equal;
    jORb <= 1;
    end
  endcase
end
always @ ( * ) begin
  forwardA <= (MEM_W[0] && EX_rs == MEM_writeReg && EX_rs != 0)?2:(WB_W[0] && EX_rs == WB_writeReg && EX_rs != 0)?1:0;
  forwardB <= (MEM_W[0] && EX_rt == MEM_writeReg && EX_rt != 0)?2:(WB_W[0] && EX_rt == WB_writeReg && EX_rt != 0)?1:0;
end
always @ ( * ) begin
  if (EX_M[0] && EX_rt != 0 && (EX_rt == INS[25:21] || EX_rt == INS[20:16]))
  {pcWrite, ifidWrite, stall_needed} <= 3'b001;
  else {pcWrite, ifidWrite, stall_needed} <= 3'b110;
end
always @ ( * ) begin
  case(INS[31:26])
    BEQ: ifidFlush <= regs_equal;
    BNE: ifidFlush <= ~regs_equal;
    default: ifidFlush <= 0;
  endcase
end
endmodule
==> ds_physical_params.txt <==
Physical design parameters

Parameter                              Value

Critical path
  Highest fanout seen on the critical path .................. 2
  Required time of the critical path .................. 2720 ps
  Arrival time of data at the critical path endpoint .................. roughly 2600 ps
  Critical Path End Type .................. output port
  Startpoint type of the worst setup path .................. input port
  Worst setup path category .................. input port to output port

Final timing
  Transition at the pin with the smallest max-transition slack .................. 298 ps
  Share of the cycle needed by the critical path after routing .................. a little over nine tenths
  Pins Over Slew Limit .................. 0
  Max frequency .................. between 300 and 400 MHz
  Final TNS setup .................. 0 ps
  Hold violation count in the final report .................. 0
  Setup-violating endpoint count in the final report .................. 0
  Minimum clock period .................. 3300 ps
  Hold slack final .................. slightly above 2000 ps
  Relative slew margins .................. 80.0%

Min path
  Hold/Removal Path Class .................. input port to output port
  Number of stages on the worst hold path .................. 3
  Worst Hold End .................. ALUop[1]
  Hold Crit Start .................. INS[3]

Synthesis
  Register area share after synthesis .................. 0%
  Syn Area/Cell .................. approximately 7.5 um2
  Synth Instances .................. just over 80
  Number of warnings printed during yosys synthesis .................. 2
  Chip area line of the yosys report .................. 608 um2
  Most frequent cell after synthesis .................. xnor2_1
  # Cells Yosys .................. 81
  Number of distinct library cells after synthesis .................. 28
  Post-synthesis instance area .................. approximately 610 um2
  Post-synthesis cell type with the largest combined area .................. xnor2_1
  Commonest cells post-synth .................. 25 x xnor2_1, 6 x xor2_1, 5 x nor3b_1
  Area share, top type .................. ~36%
  Synth top area cells .................. xnor2_1 36%, xor2_1 8.6%, nor3b_1 6.2%

Drt
  Number of diodes .................. 0
  First DRT Iteration DRCs .................. 18
  Vias per cell .................. slightly below 4
  Count of TritonRoute iterations in the first routing pass .................. 2
  Number of antenna-violating nets in the routed design .................. 0
  Number of DRC violations after detailed routing .................. 0
  Avg WL per Cell .................. 13.7 um
  Total via count in the routed design .................. about 770
  Post-Route WL .................. ~2700 um

Power and ir drop
  Pwr per Cell Area .................. 96.9 mW/mm2
  Largest vdd supply drop .................. about 0.047 mV
  Leak pwr .................. approximately 0.47 nW
  PnR Total Power .................. ~0.13 mW

Floorplanning
  Floorplan-stage core utilization .................. around 15%
  Top-level port count .................. 80
  Die width .................. ~84 um
  Die H .................. approximately 84 um
  Standard-cell row count .................. 23
  Die Size .................. roughly 0.0071 mm2
  Core box area .................. 0.00397 mm2

Job
  # Max-Cap Violations .................. 0
  Count of warning messages emitted by the tools .................. 47

Layout
  Sequential cell count of the final layout .................. 0
  Clock buffers .................. 0
  Register cell area after layout .................. 0 um2
  Filler Cells Inserted .................. ~400
  Share of layout cells above drive strength 1 .................. around an eighth
  Synthesis-to-layout area growth .................. 123%
  Core utilization of the finished layout .................. approximately a third

GRT
  Residual overflow from global routing .................. 0
  Number of antenna violations at the first check in global routing .................. 0
  Wire length of the first global-routing pass .................. 4220 um
  Largest net degree at the start of global routing .................. 6
  Number of global-route vias before repair .................. 817
  GRT Util Overall .................. roughly 7.1%

Place
  Half-perimeter wire length after placement .................. 2460 um
  Last weighted congestion value of the routability-driven placer .................. 0.832
  Count of port buffers added during placement .................. around 65

Outcome
  Result of the run .................. finished clean

Clock network
  Total of hold buffers inserted after clock tree synthesis .................. 0
cell type report:
cell class | count | area [um2] | share of cell area [%]
Timing Repair Buffer | 73 | 713 | 52.6
Multi-Input combinational cell | 73 | 576 | 42.5
Tap cell | 50 | 62.6 | 4.62
Inverter | 1 | 3.75 | 0.277
power by group:
| part | switching, mW | leakage [nW] | internal [mW] |
|---|---|---|---|
| Clock | 0 | 0 | 0 |
| Combinational | 0.0447 | 0.467 | 0.0865 |
| Sequential | 0 | 0 | 0 |
critical path: stages:
cell and delay (ps):
clkdlybuf4s50_1 420, or4_4 550, nor2_4 110, nor4_2 70
nor4_2 270, clkdlybuf4s50_1 510
cell usage in the layout, fill, tap and decap left out, types with 2 or more instances in the layout:
cell,count
buf_4,8
nand3_1,4
clkdlybuf4s50_1,64
nor3_1,2
xnor2_1,25
xor2_1,6
nor2b_1,2
nand4_1,4
nor4_2,2
nor3b_1,4
nand2_1,4
nor2_1,4
per-layer routing:
metal  GRT usage [%]  vias to the layer above  routed length [um]
met5               0                        -                   0
met2            12.7                       17                1450
li1                -                      412                   -
met4           0.304                        0                   0
met1            8.61                      337                1130
met3            1.67                        0                 113
cells by family after synthesis:
kind of cell,count (synthesis),synth area share (%)
buf+inv,8,6.99
compound gates,3,3.50
xor+xnor,31,44.7
simple gates,39,44.9
metrics by stage:
stage          setup WS (ps)  std cells  area, um2
2_1_floorplan           1160         81        608
3_3_place_gp            86.9        194       1320
3_5_place_dp            65.1        194       1320
4_1_cts                 49.5        194       1320
5_1_grt                -37.6        197       1360
6_report                 104        197       1360
timing repair:
item	in CTS	in global routing
gates resized	0	3
setup endpoints to repair	0	2
buffers inserted	0	3
how the worst max path moves through the flow:
stage / from / to / depth (start not counted)
4_1_cts: INS[29] / ALUop[0] / 6
5_1_grt: INS[29] / ALUop[0] / 6
6_report: EX_rs[1] / forwardA[0] / 6
Power and IR drop assume default switching activity.
